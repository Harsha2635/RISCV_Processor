--- flow/design.v ---
module mux4 #(parameter WIDTH = 32) (
    input  [WIDTH - 1 : 0] a, b, c, d,
    input  [1 : 0] sel,
    output [WIDTH - 1 : 0] out
);
assign out = sel[1] ? (sel[0] ? d : c) : (sel[0] ? b : a);
endmodule
--- flow/run.sh ---
#!/bin/bash
# OpenROAD 26Q1-2900-gdf79404cd8, Yosys 0.63+post, stock flow scripts
make -C /OpenROAD-flow-scripts/flow DESIGN_CONFIG=/design/flow/config.mk WORK_HOME=/design/flow/orfs finish
--- flow/config.mk ---
export PLATFORM = sky130hd
export DESIGN_NAME = mux4
export DESIGN_NICKNAME = mux4
export VERILOG_FILES = /design/flow/design.v
export SDC_FILE = /design/flow/constraint.sdc
export NUM_CORES = 4
export LEC_CHECK = 1
export CORE_AREA = 10 10 84 84
export DIE_AREA = 0 0 94 94
--- flow/constraint.sdc ---
current_design mux4

set clk_period 1.1
set clk_io_pct 0.2

create_clock -name clk0 -period $clk_period

set non_clock_inputs [all_inputs -no_clocks]
set_input_delay [expr $clk_period * $clk_io_pct] -clock clk0 $non_clock_inputs
set_output_delay [expr $clk_period * $clk_io_pct] -clock clk0 [all_outputs]
==> qor.tcl <==
set qor(placement_rows) 26
set qor(finalInstanceArea_um2) 2350
set qor(core-area_um2) 5200
set qor(ys_sh_simple_pct) 0
set qor(crit_required_ns) 0.88
set qor(fp_util_pct) 15.6
set qor(worst_hold_path.num_cells) 3
set qor(synth_xor_xnor_area_share_pct) 0
set qor(critical-path-top-cell-by-count) {sky130_fd_sc_hd__buf_12}
set qor(fmax_ghz) 0.721
set qor(complex_gate_fraction_of_the_synthesized_area_pct) 0
set qor(yosys.stat.chipArea_um2) 815
set qor(post_synthesis_cell_area_um2) 815
set qor(rsz0062_at_grt) {yes}
set qor(buffer_and_inverter_tally_for_the_worst_setup_path) 4
set qor(post_place_cell_area_um2) 2480
set qor(timing.critical_path.to) {out[21]}
set qor(synth.logic.top_family) {multiplexers}
set qor(timing.final.hold_violations) 0
set qor(gp_congestion) 0.812
set qor(globalRouteTotalUtil_pct) 14.2
set qor(detailroute.via_count) 1192
set qor(critPathKind) {in -> out}
set qor(num_io_pins) 162
set qor(postSynthSeqShare_pct) 0
set qor(grt_antenna_before_repair) 2
set qor(synth_area_per_cell_um2) 20.9
set qor(cp-startpoint) {sel[0]}
set qor(multiplexer_share_of_the_synthesized_area_pct) 89.4
set qor(placement.io_buffers) 162
set qor(layout.clock_buffers) 0
set qor(warning_count) 35
set qor(synthAdderAreaFrac_pct) 0
set qor(crit_path_cell_trace) {buf_12, buf_12, buf_8, mux4_2, buf_2}
set qor(crit_path_max_incr_delay_ns) 0.49
set qor(final_min_period_over_clock_period_pct) 126
set qor(dieArea_um2) 8840
set qor(synth_cells) 39
set qor(worst-path-max-fanout) 5
set qor(layout-area-overhead-vs-synth_pct) 188
set qor(critPathArrivalTime_ns) 1.17
set qor(worst_slew_margin_rel_pct) 92.4
set qor(max-cap-violations) 0
set qor(layout_setup_ws_ns) -0.287
set qor(dr.pass1.iters) 4
set qor(number_of_pins_with_negative_max_slew_slack_in_the_final_report) 0
set qor(first_global_vias) 1478
set qor(worst-slew-pin-transition_ns) 0.113
set qor(violations_in_the_final_reports) {negative setup slack}
set qor(number_of_remaining_drc_errors) 0
set qor(layout_min_cycle_time_ns) 1.39
set qor(status) {finished, violations left}
set qor(postRouteAntennaNets) 0
set qor(finalSetupViolCount) 32
set qor(yosysWarnings) 0
set qor(timing.critical_path.depth) 5
set qor(synthDistinctLibCells) 5
set qor(worst_hold_path_class) {in -> out}
set qor(setup.worst_path.end_class) {output port}
set qor(die_h_um) 94
set qor(sequential_cell_total) 0
set qor(mostFrequentLayoutCells) {128 x sky130_fd_sc_hd__dlygate4sd2_1, 32 x sky130_fd_sc_hd__mux4_2, 32 x sky130_fd_sc_hd__buf_2, 4 x sky130_fd_sc_hd__buf_12, 4 x sky130_fd_sc_hd__buf_4}
set qor(p_leak_nw) 1.13
set qor(critical_path.startpoint_type) {input pin}
set qor(grt_remaining_overflow) 0
set qor(final_layout_size_suffix_gt1_share_pct) 38.2
set qor(die_width_um) 94
set qor(route.final.wire_length_um) 6510
set qor(post_dr_vias_cell) 4.27
set qor(totalNegativeSetupSlack_ns) -7.73
set qor(critical_path_s_top_delay_family) {multiplexers}
set qor(worst_ir_drop_vdd_mv) 0.148
set qor(power-per-cell-area_nw_per_um2) 332
set qor(grt_pass1_wl_um) 9270
set qor(wire_per_inst_um) 23.3
set qor(dp_hpwl_um) 5650
set qor(first_iter_violations) 8
set qor(final_layout_top_logic_cell) {sky130_fd_sc_hd__dlygate4sd2_1}
set qor(area.sequential_um2) 0
set qor(synth.yosys.num_cells) 39
set qor(crit_path_top_delay_cell) {sky130_fd_sc_hd__mux4_2}
set qor(grt_max_degree) 17
-- per-stage QoR --
| step | total power [W] | util [%] | hold WS (ns) | setup slack, ns | cells |
|---|---|---|---|---|---|
| detailed placement | 0.000985 | 47.6 | 1.33 | -0.862 | 267 |
| global placement | 0.000982 | 47.6 | 1.32 | -0.853 | 267 |
| finish | 0.000779 | 45.1 | 0.925 | -0.287 | 279 |
| CTS | 0.000786 | 44.5 | 0.930 | -0.311 | 275 |
| floorplan | 0.000261 | - | 0.526 | -0.0316 | 39 |
| global route | 0.000841 | 45.1 | 0.943 | -0.328 | 278 |
-- power breakdown --
part           switching (W)    internal [W]       total (W)
registers                  0               0               0
logic               0.000205        0.000575        0.000779
clock network              0  0.000000000243  0.000000000243
total               0.000205        0.000575        0.000779
-- cells by family (layout without fill, tap and decap cells) --
group                  Yosys count  count (layout)
other                            0               2
buffers and inverters            7             175
multiplexers                    32              32
-- routing by layer --
layer,share of wire (%),vias to the layer above,GRT usage (%),wire length [um]
met5,0,-,0,0
met4,0.52,0,0.633,34
met3,9.4,2,5.74,611
met2,57,72,26.8,3680
met1,34,570,15.0,2190
li1,-,548,-,-
-- synth_stat cells, drive strengths merged --
master | count | area [um2]
buf | 7 | 86.3
mux4 | 32 | 728
-- repair_timing --
item | 4_1_cts | 5_1_grt
hold buffers | 0 | 0
cloned | 3 | 0
gates resized | 255 | 1
buffers inserted | 5 | 3
endpoints found under the setup margin | 32 | 32
-- tightest hold or removal path, delay by kind of cell --
kind     cells  cell delay (ns)
mux          1             0.21
buf+inv      2             0.28
-- worst min path at each step --
stage,startpoint,to,slack (ns)
after global routing,b[9],out[9],0.94
final,a[27],out[27],0.92
after CTS,b[8],out[8],0.93
-- area by class of cell --
| cell class | count | area [um2] |
|---|---|---|
| repair buffers | 175 | 1540 |
| fillers | 525 | 2860 |
| multi-input cells | 32 | 721 |
| well taps | 70 | 87.6 |
| diodes | 2 | 5.00 |
Power is estimated from default activity; no workload was simulated.
